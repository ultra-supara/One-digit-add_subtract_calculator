**/design/flow/run.sh**
```bash
#!/bin/bash
# OpenROAD 26Q1-2900-gdf79404cd8, Yosys 0.63+post, stock flow scripts
make -C /OpenROAD-flow-scripts/flow DESIGN_CONFIG=/design/flow/config.mk WORK_HOME=/design/flow/orfs finish
```
**/design/flow/config.mk**
```make
export PLATFORM = sky130hd
export DESIGN_NAME = BCDTOP
export DESIGN_NICKNAME = BCDTOP
export VERILOG_FILES = /design/flow/design.v
export SDC_FILE = /design/flow/constraint.sdc
export NUM_CORES = 4
export LEC_CHECK = 1
export CORE_AREA = 10 10 70 70
export DIE_AREA = 0 0 80 80
```
**/design/flow/constraint.sdc**
```tcl
current_design BCDTOP

set clk_period 3.0
set clk_io_pct 0.2

create_clock -name clk0 -period $clk_period

set non_clock_inputs [all_inputs -no_clocks]
set_input_delay [expr $clk_period * $clk_io_pct] -clock clk0 $non_clock_inputs
set_output_delay [expr $clk_period * $clk_io_pct] -clock clk0 [all_outputs]
```
**/design/flow/design.v**
```verilog
module BCDTOP(X, Y, S, CARRY, dummy);
input   [3:0]   X, Y;
output  [3:0]   S;
output  CARRY, dummy;
wire    f0, f1, f2, f3, c3, cry;
ripple4adder    instripple4adder(X, Y, {f3, f2, f1, f0}, c3);
carrydetect     instcarrydetect(f1, f3, f2, f3, c3, cry);
hosei6          insthosei6(f1, f2, f3, cry, S[3:1], dummy);
assign  S[0] = f0;
assign  CARRY = cry;
endmodule
module carrydetect (k1, k2, k3, k4, k5, detect);
input   k1, k2, k3, k4, k5;
output  detect;
wire    an1, an2;
assign an1 = k1 & k2;
assign an2 = k3 & k4;
assign detect = (an1 || an2) || k5;
endmodule
module fulladder (A, B , CIN, SUM, COUT);
input    A, B, CIN;
output    SUM, COUT;
wire    c1, c2, s1;
halfadder HA1 ( A, B, s1, c1);
halfadder HA2 ( s1, CIN, SUM, c2);
assign COUT = c1 | c2;
endmodule
module halfadder( A, B, Y, CO );
input     A, B;
output    Y, CO;
assign Y = A ^ B;
assign CO = A & B;
endmodule
module hosei6 (hs1, hs2, hs3, v1, ss, dum);
input   hs1, hs2, hs3, v1;
output  [2:0]   ss;
output  dum;
wire    d1, d2;
halfadder HA1(hs1, v1, ss[0], d1);
fulladder FA4(v1, hs2, d1, ss[1], d2);
halfadder HA2(hs3, d2, ss[2], dum);
endmodule
module ripple4adder (A, B, SUM, CRY3);
input[3:0]  A, B;
output[3:0] SUM;
output      CRY3;
wire        CRY0, CRY1, CRY2;
halfadder HA0(A[0], B[0], SUM[0], CRY0);
fulladder FA1(A[1], B[1], CRY0, SUM[1], CRY1);
fulladder FA2(A[2], B[2], CRY1, SUM[2], CRY2);
fulladder FA3(A[3], B[3], CRY2, SUM[3], CRY3);
endmodule
```
==> impl_metrics.py <==
# Synthesis and PnR figures
metrics = {
    "critical_path": {
        "critPathKind": "in2out",
        "worst_setup_path_end_kind": "output port",
        "startpoint": "Y[0]",
        "start_kind": "input port",
        "cp.required_ns": 2.40,
        "worstPathArrival_ns": 3.14,
        "path_max_fanout": 2,
    },
    "routing": {
        "n_antenna_cell": 0,
        "wl_met3_um": 96,
        "drt-met1-wl_um": 279,
        "drt_iter0_drc": 0,
        "drc": 0,
        "wl_met2_um": 160,
        "via_count": 175,
        "drt-vias-per-instance": 2.13,
        "post_drt_wl_per_cell_um": 6.54,
        "firstDrtPassIters": 1,
        "drt-total-wl_um": 536,
        "top_layer": "met3",
        "ant_nets": 0,
    },
    "logic_synthesis": {
        "ys_seq_share_pct": 0,
        "synthDistinctLibCells": 8,
        "syn_area_um2": 193,
        "yosysWarnings": 0,
        "avgSynthCellArea_um2": 8.76,
        "synthCells": 22,
        "ys_cells": 22,
        "yosysChipArea_um2": 193,
    },
    "global_route": {
        "grt_pass1_wl_um": 952,
        "grt_max_degree": 3,
        "grt_overflow": 0,
        "antenna_found_initial": 0,
        "grt_pass1_vias": 203,
        "track_usage_pct": 1.83,
    },
    "sta": {
        "relSlewSlack_pct": 90.7,
        "final_hold_viol_count": 0,
        "tightest_slew_ns": 0.140,
        "fin_crit_ns": 3.74,
        "slew_violations": 0,
        "rsz0062_at_grt": "true",
        "setup_ws_ns": -0.742,
        "fmax_ghz": 0.267,
        "setup_viol_count_final": 5,
        "finalCritPeriodShare_pct": 125,
    },
    "die": {
        "die_w_um": 80,
        "chip_area_um2": 6400,
        "coreArea_um2": 3420,
        "io_pins": 14,
        "num_rows": 21,
        "die_y_um": 80,
        "fp_util_pct": 5.64,
    },
    "layout": {
        "fin_area_um2": 428,
        "clock_buffers": 0,
        "fill_cells": 402,
        "seq_area_um2": 0,
        "drive_gt1_share_pct": 52.8,
        "area_delta_synth_final_pct": 122,
        "logic_area_um2": 166,
        "n_sequential_cell": 0,
    },
    "run": {
        "drv_cap": 0,
        "warning_count": 35,
    },
    "hold_path": {
        "hold_path.class": "in2out",
        "holdCritStartpoint": "X[0]",
    },
    "pwr": {
        "cellLeakagePower_nw": 0.186,
        "vdd_drop_max_mv": 0.0647,
        "powerDensity_nw_per_um2": 280,
    },
    "outcome": {
        "violations": "setup timing",
        "outcome": "finished with violations",
    },
    "placed_design": {
        "gp_congestion": 0.740,
        "portBuffers": 14,
        "placed_area_um2": 409,
        "pre_cts_ws_ns": -1.42,
    },
}
[kinds of logic after synthesis]
logic type	after synthesis	synth area share, %
AOI/OAI and AO/OA	1	3.90
buffers and inverters	12	31.2
adders and majority gates	6	54.5
and+or+nand+nor	2	5.84
xor gates and xnor gates	1	4.55
[layer usage]
metal  global-route usage [%]  vias to the layer above
met5                        0                        -
li1                         -                       85
met3                    0.795                        0
met1                     2.67                       77
met2                     2.57                       13
met4                        0                        0
[stage by stage]
stage	hold slack [ns]	power [mW]	util (%)	instances	TNS (ns)
final	1.83	0.120	12.5	82	-2.57
after global routing	1.87	0.139	12.5	82	-3.03
after CTS	1.85	0.117	12.1	82	-2.71
after detailed placement	2.27	0.119	12.0	80	-6.06
after global placement	2.26	0.117	12.0	80	-5.94
after floorplan	1.37	0.0728	-	22	-1.48
[layout by cell type, fill, tap and decap left out, types with 2 or more instances in the layout]
cell / Yosys / layout
ha_4: 0 / 2
buf_6: 0 / 5
buf_2: 0 / 2
buf_4: 4 / 2
clkdlybuf4s50_1: 0 / 6
inv_1: 8 / 5
dlygate4sd2_1: 0 / 2
fa_2: 0 / 3
inv_2: 0 / 3
[cells in the mapped netlist]
cell,number,area (um^2)
inv_1,8,30.0
xor2_1,1,8.76
fa_1,4,80.1
buf_4,4,30.0
ha_1,2,25.0
nand2_1,1,3.75
a21o_1,1,7.51
and2_2,1,7.51
[where the power goes]
part / internal [mW] / switching, mW / total (mW)
combinational: 0.0816 / 0.0384 / 0.120
clock: 0 / 0 / 0
sequential: 0 / 0 / 0
total: 0.0816 / 0.0384 / 0.120
[layout make-up]
type               count  area share, %
well taps             46           13.5
inverters              8           7.02
multi-input cells     10           38.9
repair buffers        18           40.6
[path summary, 6_finish.rpt]
kind	end	slack, ns	cells after the start
hold / removal	S[0]	1.83	3
setup / recovery	S[3]	-0.74	13
[worst max-delay path, stage by stage]
cell,delay [ns]
buf_8,0.07
ha_4,0.11
inv_2,0.03
fa_2,0.37
fa_2,0.34
inv_2,0.07
fa_1,0.42
a21o_1,0.24
ha_4,0.17
fa_2,0.34
buf_6,0.12
xor2_1,0.14
buf_2,0.11
[what timing repair did]
action                     in CTS  in global routing
setup endpoints to repair       5                  5
pin swaps                       9                  6
resized                        27                  3
hold buffers                    0                  0
buffers inserted                2                  0
No activity file was given, so power comes from the tool's default toggle rates.
